**flow/run.sh**
```bash
#!/bin/bash
# OpenROAD 26Q1-2900-gdf79404cd8, Yosys 0.63+post, stock flow scripts
make -C /OpenROAD-flow-scripts/flow DESIGN_CONFIG=/design/flow/config.mk WORK_HOME=/design/flow/orfs finish
```
**flow/config.mk**
```make
export PLATFORM = sky130hd
export DESIGN_NAME = Alu
export DESIGN_NICKNAME = Alu
export VERILOG_FILES = /design/flow/design.v
export SDC_FILE = /design/flow/constraint.sdc
export NUM_CORES = 4
export LEC_CHECK = 1
export CORE_UTILIZATION = 50
```
**flow/constraint.sdc**
```tcl
current_design Alu

set clk_period 17.4
set clk_io_pct 0.2

create_clock -name clk0 -period $clk_period

set non_clock_inputs [all_inputs -no_clocks]
set_input_delay [expr $clk_period * $clk_io_pct] -clock clk0 $non_clock_inputs
set_output_delay [expr $clk_period * $clk_io_pct] -clock clk0 [all_outputs]
```
**flow/design.v**
```verilog
module Alu (
	input wire [31:0] arg1,
	input wire [31:0] arg2,
	input wire [3:0] operation,
	output reg [31:0] result
);
always @(arg1, arg2, operation) begin
	case (operation)
		0: result = arg1 + arg2;  
		1: result = arg1 - arg2;  
		2: result = arg1 | arg2;  
		3: result = arg1 & arg2;  
		4: result = arg1 ^ arg2;  
		5: result = arg1 << arg2[4:0];  
		6: result = arg1 >> arg2[4:0];  
		7: result = $signed(arg1) >> arg2[4:0];  
		8: result = $signed(arg1) < $signed(arg2);  
		9: result = arg1 < arg2;  
		default: begin
			result = 32'bx;
		end
	endcase
end
endmodule
```
==> GITHUB_STEP_SUMMARY <==
## PnR job results

| Metric | Value |
|---|---|
| Area Overhead vs Synth | `11.8%` |
| Maximum clock frequency | `0.0878 GHz` |
| Placement Cell Area | `9190 um2` |
| Fin crit share | `65.4%` |
| FP Core Util | `51.6%` |
| Ys Warns | `1` |
| Final min period | `11.39 ns` |
| Setup bufs post-CTS | `0` |
| Final Hold Fails | `0` |
| DRT iter0 DRCs | `1,078` |
| HP Class | `input port to output pin` |
| Cells after Synth | `1,222` |
| Max cap viols | `0` |
| Die width | `130 um` |
| Final Hold Slack | `8.08 ns` |
| Largest cells by area | `ha_1 (15%), mux4_2 (8.5%), a21oi_1 (7.5%), nand2_1 (5.8%), nor2_1 (5.1%)` |
| Vias/cell | `slightly below 7` |
| # resized after CTS | `0` |
| Met3 WL post-DR | `4.12 mm` |
| VDD IR max | `0.0000277 V` |
| Number of routed nets with antenna violations | `0` |
| Critical path startpoint category | `input port` |
| Fill count | `1,575` |
| Number of remaining DRC errors | `0` |
| DP HPWL | `27.9 mm` |
| Initial antenna violation count | `1` |
| # rows | `46` |
| Die Size | `17,000 um2` |
| Met1 WL | `approximately 14 mm` |
| Setup_tns | `0 ns` |
| Vias in the first global route | `a little over 9,000` |
| Post-synth top cells | `nand2_1 (128), a21oi_1 (124), nor2_1 (112), ha_1 (97), inv_1 (96)` |
| Lkg Pwr | `between 3 and 4 nW` |
| Worst EP required | `between 10 and 15 ns` |
| Highest routing layer actually used | `met4` |
| Drt pass-1 iters | `6` |
| Layout cells sized above 1 | `roughly 7%` |
| I/O Buffers | `100` |
| Synth top cell by count | `nand2_1` |
| DR WL met2 | `between 15 and 20 mm` |
| Post-Syn Area | `8220 um2` |
| OpenROAD warnings | `98` |
| Status | `completed` |
| Pin count of the biggest net entering global routing | `83` |
| Slew HR | `between 40% and 50%` |
| Final number of setup-violating endpoints | `0` |
| Pwr Density | `35.6 nW/um2` |
| Leading area contributor after synthesis | `ha_1` |
| Worst EP arrival | `7.91 ns` |
| First-pass GRT wire length | `~55 mm` |
| Final instance area | `9190 um2` |
| RSZ-0062 raised after global routing | `false` |
| Worst setup EP type | `output pin` |
| Total gr overflow | `0` |
| Die H | `~130 um` |
| Detailed-route via count | `10,168` |
| CTS Hold Bufs | `0` |
| Yosys stat area | `a little over 8000 um2` |
| Synth Area per Inst | `6.73 um2` |
| Crit Path Max Fanout | `~64` |
| # Cells Yosys | `around 1,200` |
| Worst setup startpoint | `arg2[2]` |
| Min-delay src | `arg2[3]` |
| Post-synthesis sequential area ratio | `0%` |
| Core region area | `15,900 um2` |
| WL per Instance | `roughly 25 um` |
| Flip-flops | `0` |
| Sequential cell area | `0 um2` |
| GP Congestion | `1.09` |
| Netlist cell types | `84` |
| Worst-margin pin slew | `0.814 ns` |
| Gr usage total | `44.3%` |
| Clock buf count | `0` |
| Final WL | `36.7 mm` |
| Critical path class | `input port to output pin` |
| Logic area | `7410 um2` |
| Fin. max-slew vios | `0` |
| Area leader share | `14.8%` |
| I/O pins | `100` |
through the flow:
step | power, mW | worst slack, ns | instances | utilization (%)
after floorplan | 0.194 | 7.26 | 1222 | -
final | 0.327 | 6.01 | 1460 | 57.7
after CTS | 0.317 | 6.16 | 1459 | 57.7
after detailed placement | 0.315 | 6.18 | 1459 | 57.7
after global routing | 0.350 | 5.83 | 1459 | 57.7
after global placement | 0.316 | 6.19 | 1459 | 57.7
placed cells by master, fill, tap and decap left out, types with 5 or more instances in the layout:
cell and instances:
mux4_2 31, a21oi_1 123, nor3_1 25, o2111ai_1 7, buf_4 20, nand2b_1 11
mux2i_1 38, and3_1 15, a211oi_1 22, a22oi_1 14, mux2_2 8, inv_2 5
a21o_1 14, nand3_1 24, o21bai_1 15, or2_2 5, ha_1 97, nor4_1 10
o211ai_1 24, and2_1 7, nand2_1 128, o22ai_1 17, o221ai_1 16, o21ai_0 59
o21ai_1 21, a221oi_1 28, a221o_1 19, a31oi_1 12, nand4_1 5, inv_1 96
nor2_1 112, nor2b_1 10, clkdlybuf4s50_1 96, o31ai_1 11
report_power, final:
| part | switching [mW] | internal (mW) |
|---|---|---|
| sequential | 0 | 0 |
| clock | 0 | 0.0000000114 |
| combinational | 0.195 | 0.132 |
final cells by class:
type | instances | share of cell area (%)
Multi-Input combinational cell | 1022 | 80.6
Tap cell | 216 | 2.94
Timing Repair Buffer | 119 | 12.2
Inverter | 102 | 4.16
Antenna cell | 1 | 0.0272
per-layer routing:
metal  track usage, %  vias up
li1                 -     4649
met1             55.6     4630
met5                0        -
met4             23.2        0
met2             70.2      731
met3             11.5      158
cells by family (layout without fill, tap and decap cells):
logic type	after synthesis	in the layout	share of synthesized area (%)
fa+ha+maj	99	99	15.2
other cells	0	1	0
buf+inv	200	221	10.0
mux	85	85	15.5
simple gates	374	374	20.8
xor+xnor	2	2	0.213
compound gates	462	462	38.2
critical path: stages:
cell and delay [ns]:
buf_2 0.07, buf_4 0.57, inv_1 0.08, buf_4 0.28, ha_1 0.45, inv_2 0.08
nor3_1 0.35, o211ai_1 0.21, a21oi_1 0.32, a41oi_1 0.33, o41ai_1 0.70, a21oi_1 0.23
mux2i_1 0.16, o211ai_1 0.10, clkdlybuf4s50_1 0.48
worst paths after layout:
path	to	slack [ns]	depth (start not counted)
min	result[3]	8.08	6
max	result[29]	6.01	15
Power and IR drop assume default switching activity.
