===== ./run.sh =====
#!/bin/bash
# OpenROAD 26Q1-2900-gdf79404cd8, Yosys 0.63+post, stock flow scripts
make -C /OpenROAD-flow-scripts/flow DESIGN_CONFIG=/design/flow/config.mk WORK_HOME=/design/flow/orfs finish

===== ./config.mk =====
export PLATFORM = sky130hd
export DESIGN_NAME = IssueUnit
export DESIGN_NICKNAME = IssueUnit
export VERILOG_FILES = /design/flow/design.v
export SDC_FILE = /design/flow/constraint.sdc
export NUM_CORES = 4
export LEC_CHECK = 1
export CORE_AREA = 10 10 95 95
export DIE_AREA = 0 0 105 105

===== ./constraint.sdc =====
current_design IssueUnit

set clk_period 3.9
set clk_io_pct 0.2

create_clock -name clk0 -period $clk_period

set non_clock_inputs [all_inputs -no_clocks]
set_input_delay [expr $clk_period * $clk_io_pct] -clock clk0 $non_clock_inputs
set_output_delay [expr $clk_period * $clk_io_pct] -clock clk0 [all_outputs]

===== ./design.v =====
module IssueUnit (
	input wire [31:0] inst1,
	input wire [31:0] inst2,
	input wire [18:0] controlWord1,
	input wire [18:0] controlWord2,
	output reg [31:0] outInst1,
	output reg [31:0] outInst2,
	output reg [1:0] pcDelta  
);
initial begin
	pcDelta = 2;
end
always @(*) begin
	if (inst1[0]==1'b0 || inst2[0]==1'b0 ) begin
		outInst1 = 32'h00000013;
		outInst2 = 32'h00000013;
		pcDelta = 0;
	end
	else if (controlWord1[18:15]==7 || controlWord1[18:15]==8 ) begin
		outInst1 = inst1;
		outInst2 = 32'h00000013;
		pcDelta = 2;
	end
	else if (controlWord1[18:15]==0 || controlWord1[18:15]==2) begin
		outInst1 = 32'h00000013;
		outInst2 = inst1;
		pcDelta = 1;
	end
	else if (controlWord2[18:15]==6) begin
		outInst1 = inst1;
		outInst2 = 32'h00000013;
		pcDelta = 1;
	end
	else begin
		outInst1 = inst1;
		outInst2 = inst2;
		pcDelta = 2;
	end
end
endmodule

==> flow_summary_export.csv <==
group,metric,value,unit
status,status,"completed",
pwr,seqPwrFrac,0,%
global_route,antenna_found_initial,0,
sta,setup_viol,0,
layout,logic_area,852,um^2
cts,postCtsSetupRepairBufs,0,
place,placed_cells,378,
routing,via_per_inst,4.11,
global_route,grt_pass1_vias,1642,
routing,postRouteAntennaNets,0,
routing,first_pass_iters,3,
critical_path,crit_path_start_kind,"primary input",
sta,slew_viol_final,0,
min_path,worstHoldStart,"inst2[17]",
global_route,grt_usage,9.68,%
pwr,swShare,33.3,%
job,drv_cap,0,
pwr,p_leak,0.829,nW
job,warnings,62,
place,place_congestion,0.737,
cts,cts_resized,0,
critical_path,worstPathArrival,2810,ps
synth,yosys_cells,157,
synth,area_leaders,"a21oi_2 (28%), and2_1 (19%), nand3_1 (15%)",
layout,drive_above_1_share,14.5,%
sta,fmax,0.279,GHz
critical_path,endpoint_kind,"primary output",
sta,hold_violations,0,
layout,clockBufferCount,0,
sta,finalCriticalPeriod,3590,ps
routing,routed_wl,5770,um
synth,top_cell_area_share,27.7,%
sta,fin_setup_tns,0,ps
global_route,gr-total-overflow,0,
layout,flop_area,0,um^2
routing,drtIter0Drc,28,
critical_path,critPathRequiredTime,3120,ps
floorplan,die-area,0.0110,mm^2
layout,finalNonFillerCells,378,
pwr,clockPowerShare,0,%
pwr,ir_drop,0.0000285,V
sta,rsz0062_at_grt,"false",
sta,period_used_share,92.0,%
floorplan,ios,168,
critical_path,critPathLaunch,"controlWord1[18]",
pwr,p_comb_share,100.0,%
synth,yosys_warnings,1,
routing,avgRoutedWirePerCell,15.3,um
synth,top_area_cell,"a21oi_2",
pwr,power.switching,67.6,uW
routing,n_antenna_cell,0,
global_route,grt_pass1_wl,8920,um
place,port_buffers,136,
synth,ys_seq_share,0,%
layout,layout-area-overhead-vs-synth,152,%
global_route,grt_start_max_net_pins,34,
synth,ys_area,948,um^2
layout,seq_cell_count,0,
layout,fillers,739,
synth,ys_types,23,
floorplan,core-area,0.00691,mm^2
min_path,hold_path_class,"primary input to primary output",
routing,vias,1552,
critical_path,cp_max_fo,17,
pwr,p_int,135,uW
floorplan,die_h,105,um
floorplan,die_width,105,um
pwr,power_density,85.0,mW/mm^2
sta,worstMarginPinSlew,552,ps
cts,ctsHoldBuffers,0,
synth,syn_avg_cell_area,6.04,um^2
synth,synthTopCellsByCount,"a21oi_2 (30), nand2_1 (30), and2_1 (29), nand3_1 (29)",
critical_path,criticalPathCategory,"primary input to primary output",
synth,syn_area,948,um^2
floorplan,fp-row-count,30,
sta,slew-limit-headroom,63.1,%
synth,synth_cells,157,
place,dpl.hpwl,4720,um
floorplan,fp_util,13.7,%
routing,drc_errors,0,
layout make-up:
cell class | count | share of cell area [%]
repair buffers | 143 | 59.3
multi-input cells | 139 | 35.7
well taps | 96 | 5.03
power by group through the flow:
| stage | clock network (mW) | logic (mW) | registers (mW) |
|---|---|---|---|
| CTS | 0 | 0.208 | 0 |
| global route | 0 | 0.223 | 0 |
| finish | 0 | 0.203 | 0 |
worst max-delay path, cell delays in order:
cell             delay [ps]
clkdlybuf4s50_1         600
and4b_1                 240
a211o_2                 310
buf_4                   230
o21bai_2                210
clkdlybuf4s50_1         420
cell families after synthesis:
| kind of cell | after synthesis | synth area share, % |
|---|---|---|
| compound gates | 36 | 32.7 |
| buf+inv | 19 | 11.5 |
| other cells | 1 | 0.395 |
| simple gates | 101 | 55.4 |
layout by cell type, fill, tap and decap left out:
cell type,instances
clkdlybuf4s50_1,136
nand2_1,30
a21oi_2,30
and2_1,29
nand3_1,29
buf_4,7
or3_1,3
nor3_1,3
nor2_1,2
conb_1,2
nor3_4,1
nor2_2,1
nand4bb_1,1
and4b_1,1
a211o_2,1
nor4bb_1,1
o21bai_2,1
o21bai_1,1
o21ai_0,1
a221oi_1,1
a21oi_1,1
worst paths after layout:
kind	to	slack [ps]	cells after the start
worst max-delay path	outInst2[4]	310	6
worst min-delay path	outInst2[17]	2480	4
per-layer routing:
layer / part of all wire (%) / wire [um] / vias up / global-route usage (%)
met5: 0 / 0 / - / 0
met4: 0 / 0 / 0 / 0
met3: 10 / 603 / 0 / 4.10
met2: 49 / 2830 / 78 / 17.6
met1: 40 / 2330 / 689 / 10.9
li1: - / - / 785 / -
per-stage QoR:
step	hold slack, ps	util [%]	worst slack (ps)	power (mW)	instance area (um^2)
2_1_floorplan	1620	-	1520	0.0629	952
3_3_place_gp	2490	34.5	266	0.206	2390
4_1_cts	2500	34.5	279	0.208	2390
5_1_grt	2510	34.5	139	0.223	2390
6_report	2480	34.5	312	0.203	2390
3_5_place_dp	2500	34.5	279	0.207	2390
Power is estimated from default activity; no workload was simulated.
