**constraint.sdc**
```tcl
current_design ForwardingUnit

set clk_period 2.8
set clk_io_pct 0.2

create_clock -name clk0 -period $clk_period

set non_clock_inputs [all_inputs -no_clocks]
set_input_delay [expr $clk_period * $clk_io_pct] -clock clk0 $non_clock_inputs
set_output_delay [expr $clk_period * $clk_io_pct] -clock clk0 [all_outputs]
```
**design.v**
```verilog
module ForwardingUnit (
	input wire [18:0] controlWord1Xstage,
	input wire [18:0] controlWord1Wstage,
	input wire [18:0] controlWord2Xstage,
	input wire [18:0] controlWord2Wstage,
	input wire [31:0] inst1,
	input wire [31:0] inst2,
	input wire [31:0] inst3,
	input wire [31:0] inst4,
	output reg [2:0]  forwardReg1From,  
	output reg [2:0]  forwardReg2From,
	output reg [2:0]  forwardReg3From,
	output reg [2:0]  forwardReg4From
);
always @(*) begin
	if (controlWord2Wstage[7] && inst4[11:7] && inst4[11:7]==inst1[19:15]) begin
		forwardReg1From = 4;
	end
	else if (controlWord1Wstage[7] && inst2[11:7] && inst2[11:7]==inst1[19:15] ) begin
		forwardReg1From = 2;
	end
	else begin
		forwardReg1From = 0;
	end
	if (controlWord2Wstage[7] && inst4[11:7] && inst4[11:7]==inst1[24:20]) begin
		forwardReg2From = 4;
	end
	else if (controlWord1Wstage[7] && inst2[11:7] && inst2[11:7]==inst1[24:20] ) begin
		forwardReg2From = 2;
	end
	else begin
		forwardReg2From = 0;
	end
	if (controlWord1Xstage[7] && inst1[11:7] && inst1[11:7]==inst3[19:15]) begin
		forwardReg3From = 1;
	end
	else if (controlWord2Wstage[7] && inst4[11:7] && inst4[11:7]==inst3[19:15]) begin
		forwardReg3From = 4;
	end
	else if (controlWord1Wstage[7] && inst2[11:7] && inst2[11:7]==inst3[19:15]) begin
		forwardReg3From = 2;
	end
	else begin
		forwardReg3From = 0;
	end
	if (controlWord1Xstage[7] && inst1[11:7] && inst1[11:7]==inst3[24:20]) begin
		forwardReg4From = 1;
	end
	else if (controlWord2Wstage[7] && inst4[11:7] && inst4[11:7]==inst3[24:20]) begin
		forwardReg4From = 4;
	end
	else if (controlWord1Wstage[7] && inst2[11:7] && inst2[11:7]==inst3[24:20]) begin
		forwardReg4From = 2;
	end
	else begin
		forwardReg4From = 0;
	end
end
endmodule
```
**run.sh**
```bash
#!/bin/bash
# OpenROAD 26Q1-2900-gdf79404cd8, Yosys 0.63+post, stock flow scripts
make -C /OpenROAD-flow-scripts/flow DESIGN_CONFIG=/design/flow/config.mk WORK_HOME=/design/flow/orfs finish
```
**config.mk**
```make
export PLATFORM = sky130hd
export DESIGN_NAME = ForwardingUnit
export DESIGN_NICKNAME = ForwardingUnit
export VERILOG_FILES = /design/flow/design.v
export SDC_FILE = /design/flow/constraint.sdc
export NUM_CORES = 4
export LEC_CHECK = 1
export CORE_AREA = 10 10 91 91
export DIE_AREA = 0 0 101 101
```
==> impl_metrics.json <==
{
  "use_met3_pct": 2.01,
  "max_stage_delay_ps": 450,
  "max_freq_mhz": 365,
  "yosys.area_share.adder_pct": 0,
  "die_y_um": 101,
  "ys_sh_aoi_pct": 3.29,
  "busiest_layer": "met2",
  "fill_cells": 650,
  "yosys_cells": 93,
  "fp_util_pct": 11.4,
  "portBuffers": 48,
  "final_layout_size_suffix_gt1_share_pct": 35.8,
  "topCellsByArea": "xnor2_1 (34%), xor2_1 (27%), nor4_2 (6.9%)",
  "startpoint": "inst4[7]",
  "synth.most_common_cell": "xnor2_1",
  "gp_congestion": 0.865,
  "place_area_um2": 1470,
  "synthTopCellsByCount": "xnor2_1 (28), xor2_1 (22), clkbuf_1 (7)",
  "path_depth": 6,
  "core_um2": 6350,
  "mux_share_pct": 0,
  "via_per_inst": 3.66,
  "critPathLaunchType": "primary input",
  "ys_seq_share_pct": 0,
  "finalSetupTns_ps": 0,
  "dp_cells": 237,
  "ys_area_um2": 723,
  "warnings": 198,
  "finalCritPeriodShare_pct": 97.8,
  "area_growth_pct": 127,
  "fin_util_pct": 25.9,
  "cp_slowest_cell": "clkdlybuf4s50_1",
  "outcome": "completed",
  "met1_usage_pct": 7.87,
  "syn_area_um2": 723,
  "grt_pass1_vias": 964,
  "min_from": "inst1[22]",
  "cap_violations": 0,
  "dp_hpwl_um": 2930,
  "antenna_found_initial": 1,
  "regArea_um2": 0,
  "crit_type": "primary input to output port",
  "drc": 0,
  "routed_wl_um": 3340,
  "clock_buffers": 0,
  "grt_pass1_wl_um": 4980,
  "routedWlPerCell_um": 13.7,
  "critPathCaptureType": "output port",
  "ant_nets": 0,
  "cpMostUsedCell": "buf_4",
  "stdcell_count": 243,
  "synth_cell_type_count": 18,
  "simple_gate_share_pct": 27.0,
  "crit_arrival_ps": 2180,
  "grt_max_degree": 5,
  "met2_usage_pct": 10.1,
  "period_needed_ps": 2740,
  "io_pins": 216,
  "path_cells": "dlygate4sd2_1 > buf_4 > xor2_1 > nor4_4 > buf_4 > clkdlybuf4s50_1",
  "overflow": 0,
  "synthXorXnorAreaFrac_pct": 60.6,
  "num_rows": 29,
  "cp.required_ps": 2240,
  "hold_viol_final": 0,
  "top_logic_kind": "XOR/XNOR gates",
  "path_buffers": 4,
  "syn_area_per_cell_um2": 7.78,
  "synth_warnings": 1,
  "cp-endpoint": "forwardReg1From[2]",
  "final_area_um2": 1640,
  "critPathMaxFanout": 4,
  "dr.pass1.iters": 4,
  "power.density_nw_per_um2": 134,
  "yosysTopAreaCellShare_pct": 33.9,
  "vdd_drop_max_mv": 0.0291,
  "syn_inst": 93,
  "top_area_cell": "xnor2_1",
  "total_leakage_power_nw": 0.702,
  "critical_path.top_delay_family": "buffers and inverters",
  "die_w_um": 101,
  "hp-class": "primary input to output port",
  "drt_iter0_markers": 30,
  "flop-count": 0,
  "setup-violations-final": 0,
  "vias": 890,
  "power_w": 0.000219,
  "slew_violations": 0,
  "globalRouteTotalUtil_pct": 6.10,
  "die-area_um2": 10200
}
==> cells by family (layout without fill, tap and decap cells) <==
kind of cell | Yosys count | in the layout
buffers and inverters | 12 | 83
and+or+nand+nor | 28 | 28
AOI/OAI and AO/OA | 2 | 2
xor gates and xnor gates | 50 | 50
other | 1 | 3
==> tightest hold or removal path, cell delays in order <==
cell and delay [ps]:
dlymetal6s2s_1 160, xnor2_1 90, nand4_1 110, nor4_2 40, clkdlybuf4s15_1 170
==> layout make-up <==
cell class	instances	area [um2]	area share, %
Timing Repair Buffer	83	751	45.7
Tap cell	77	96.3	5.87
Antenna cell	1	2.50	0.152
Multi-Input combinational cell	82	792	48.2
==> power breakdown <==
group             internal [W]        total (W)  switching (W)
combinational         0.000126         0.000219      0.0000934
sequential                   0                0              0
clock          0.0000000000477  0.0000000000477              0
total                 0.000126         0.000219      0.0000934
==> per-layer routing <==
layer  share of wire (%)  wire length [um]
met3                 8.1               271
met5                   0                 0
met2                  47              1570
met4                0.57                19
met1                  44              1470
==> placed cells by master (no fill, tap or decap) <==
master	netlist	routed
buf_4	2	29
xor2_1	22	22
xnor2_1	28	22
dlygate4sd2_1	0	19
clkdlybuf4s50_1	0	18
xnor2_2	0	6
nand4_1	6	6
dlymetal6s2s_1	0	6
buf_6	1	5
nor4_4	0	4
nor3_1	4	4
nor4_2	4	4
clkbuf_2	0	3
or4_4	1	2
nand3_1	4	2
nand3_2	0	2
nor2b_1	2	2
conb_1	1	2
clkdlybuf4s15_1	0	2
diode_2	0	1
nor2_4	0	1
or4_1	2	1
o21a_2	0	1
o21ai_4	1	1
buf_12	0	1
==> worst min path at each step <==
| stage | end | slack [ps] | cells past startpoint |
|---|---|---|---|
| 4_1_cts | forwardReg3From[2] | 1920 | 6 |
| 5_1_grt | forwardReg2From[1] | 1720 | 4 |
| 6_report | forwardReg2From[1] | 1680 | 5 |
==> through the flow <==
| step | hold WS, ps | setup WS, ps |
|---|---|---|
| 6_report | 1680 | 62.3 |
| 5_1_grt | 1720 | -8.57 |
| 4_1_cts | 1920 | 1.48 |
| 3_5_place_dp | 2220 | -417 |
| 3_3_place_gp | 2220 | -405 |
| 2_1_floorplan | 1210 | 570 |
==> repair_timing <==
| item | 4_1_cts | 5_1_grt |
|---|---|---|
| cloned | 0 | 0 |
| gates resized | 41 | 22 |
| hold buffers | 0 | 0 |
| setup buffers | 4 | 1 |
| pin swaps | 8 | 7 |
| setup endpoints to repair | 10 | 8 |
Power is estimated from default activity; no workload was simulated.
